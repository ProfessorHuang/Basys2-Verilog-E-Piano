--- flow/config.mk ---
export PLATFORM = sky130hd
export DESIGN_NAME = E_Piano
export DESIGN_NICKNAME = E_Piano
export VERILOG_FILES = /design/flow/design.v
export SDC_FILE = /design/flow/constraint.sdc
export NUM_CORES = 4
export LEC_CHECK = 1
export CORE_UTILIZATION = 50
--- flow/constraint.sdc ---
current_design E_Piano

set clk_period 8.4
set clk_io_pct 0.2

create_clock -name clk0 -period $clk_period [get_ports {clk}]

set non_clock_inputs [all_inputs -no_clocks]
set_input_delay [expr $clk_period * $clk_io_pct] -clock clk0 $non_clock_inputs
set_output_delay [expr $clk_period * $clk_io_pct] -clock clk0 [all_outputs]
--- flow/design.v ---
module Basys2_Keyboard(
     input wire clk,
	 input wire PS2C,
	 input wire PS2D,
	 output reg [7:0] key_code
    );
	 reg [8:0] cntdiv;
	 wire ck1;
	 reg [9:0] s_buf;
	 reg PS2C_old;
	 always@(posedge clk)
	    begin
		    cntdiv<=cntdiv+1;
		 end
	 assign ck1=cntdiv[8];
	 always@(posedge ck1)  
	 begin
	   PS2C_old<=PS2C;
		if((PS2C_old==1'b0)&&(PS2C==1'b1))
		  begin
		    if(s_buf[0]==1'b0)
			   begin
				  if(PS2D==1'b1)
				  begin
				    key_code<=s_buf[8:1];
					 s_buf<=10'b1111111111;
				  end
              else
              begin
                s_buf<=10'b1111111111;
              end
              end
          else
			   begin
				  s_buf<={PS2D,s_buf[9:1]};
				end
        end
    end
endmodule
module E_Piano(
     input wire clk,         
	 input wire PS2C,        
	 input wire PS2D,        
	 input wire [1:0]select,
	 output wire [7:0] led,     
	 output wire [6:0] seg,   
	 output wire [3:0] an,    
	 output speaker          
    );
	 wire [7:0]key_code;
    Basys2_Keyboard U1(
	 .clk(clk),
	 .PS2C(PS2C),
	 .PS2D(PS2D),
	 .key_code(key_code)
	 );
	 make_melody U2(
	 .clk(clk),
	 .switch(key_code),
	 .speaker(speaker)
	 );
	 Run_Horse U3(
	 .clk(clk),
	 .key_code(key_code),
	 .current_state(led)
	 );
	 Music_Score U4(
	 .clk(clk),
	 .switch(select),
	 .key_code(key_code),
	 .seg(seg),
	 .an(an)
	 );
	 endmodule
module Music_Score(
    input clk,
	 input [1:0] switch,
	 input [7:0]key_code,
	 output reg [6:0] seg,      
	 output reg [3:0] an
    );
	 reg [4:0] digit;
	 reg [15:0] cntDiv;
	 reg [30:0] count1;
	 reg [10:0] count2;
	 wire [1:0]clkDisp;
	 reg clk_10Hz;
	 reg [15:0] display;
	 always@(posedge clk)
	    cntDiv<=cntDiv+1;
	 assign clkDisp[1:0]=cntDiv[15:14]; 
	 always@(posedge clk)     
	    begin
		    if(count1>=2500000)
			    begin
				    clk_10Hz<=~clk_10Hz;
				    count1<=0;
             end					 
			 else
             count1<=count1+1;
       end		 
	 always@(posedge clk_10Hz)
	    begin
		    count2<=count2+1;
		    if(switch==2'b01)    
			    case(count2)
				 20:display[7:0]<=8'h11;
				 29:display[7:0]<=8'h0;  
				 30:display[7:0]<=8'h11;
				 40:display[7:0]<=8'h15;
				 49:display[7:0]<=8'h0;  
				 50:display[7:0]<=8'h15;
				 60:display[7:0]<=8'h16;
				 69:display[7:0]<=8'h0;  
				 70:display[7:0]<=8'h16;
				 80:display[7:0]<=8'h15;
				 90:display[7:0]<=8'h14;
				 99:display[7:0]<=8'h0;  
				 100:display[7:0]<=8'h14;
				 110:display[7:0]<=8'h13;
				 119:display[7:0]<=8'h0;  
				 120:display[7:0]<=8'h13;
				 130:display[7:0]<=8'h12;
				 139:display[7:0]<=8'h0;  
				 140:display[7:0]<=8'h12;
				 150:display[7:0]<=8'h11;
				 endcase
			 else if(switch==2'b10)   
			    case(count2)
             20:display[7:0]<=8'h22;   
				 29:display[7:0]<=8'h00;  
				 30:display[7:0]<=8'h22;   
				 40:display[7:0]<=8'h24;   
				 49:display[7:0]<=8'h00;
				 50:display[7:0]<=8'h24;   
				 60:display[7:0]<=8'h23;   
				 69:display[7:0]<=8'h00;
				 70:display[7:0]<=8'h23;   
				 89:display[7:0]<=8'h00;
				 90:display[7:0]<=8'h23;   
				 99:display[7:0]<=8'h00;
				 100:display[7:0]<=8'h23;  
				 110:display[7:0]<=8'h17;  
				 120:display[7:0]<=8'h22;  
				 130:display[7:0]<=8'h21;  
				 139:display[7:0]<=8'h00;
				 140:display[7:0]<=8'h21;  
				 150:display[7:0]<=8'h17;  
             160:display[7:0]<=8'h21;  
				 179:display[7:0]<=8'h00;
				 180:display[7:0]<=8'h21;  
				 190:display[7:0]<=8'h17;  
				 200:display[7:0]<=8'h21;  
				 210:display[7:0]<=8'h24;  
				 230:display[7:0]<=8'h16;  
				 240:display[7:0]<=8'h25;  
				 250:display[7:0]<=8'h24;  
				 260:display[7:0]<=8'h23;  
				 270:display[7:0]<=8'h22;  
				 279:display[7:0]<=8'h00;
				 290:display[7:0]<=8'h22;  
				 299:display[7:0]<=8'h00;
				 300:display[7:0]<=8'h22;  
				 310:display[7:0]<=8'h24;  
				 319:display[7:0]<=8'h00;
				 320:display[7:0]<=8'h24;  
				 330:display[7:0]<=8'h23;  
				 339:display[7:0]<=8'h00;
				 340:display[7:0]<=8'h23;  
				 359:display[7:0]<=8'h00;
				 360:display[7:0]<=8'h23;  
				 369:display[7:0]<=8'h00;
				 370:display[7:0]<=8'h23;  
				 380:display[7:0]<=8'h27;  
 				 389:display[7:0]<=8'h00;
				 390:display[7:0]<=8'h27;  
				 400:display[7:0]<=8'h26;  
				 410:display[7:0]<=8'h27;  
				 420:display[7:0]<=8'h31;  
				 439:display[7:0]<=8'h00;
				 440:display[7:0]<=8'h31;  
				 450:display[7:0]<=8'h22;  
				 460:display[7:0]<=8'h21;  
				 470:display[7:0]<=8'h26;  
             479:display[7:0]<=8'h00;				 
				 480:display[7:0]<=8'h26;  
				 489:display[7:0]<=8'h00;	
				 490:display[7:0]<=8'h26;  
				 499:display[7:0]<=8'h00;	
				 500:display[7:0]<=8'h26;  
				 509:display[7:0]<=8'h00;	
				 510:display[7:0]<=8'h26;  
				 519:display[7:0]<=8'h00;	
				 520:display[7:0]<=8'h26;   
				 endcase        				 
			 else
             display[7:0]<=8'h0;
       end	
    always@(*)
       case(key_code[7:0])
		     8'b00010101:display[15:8]<=8'h11;     
			  8'b00011101:display[15:8]<=8'h12;    
			  8'b00100100:display[15:8]<=8'h13;   
			  8'b00101101:display[15:8]<=8'h14;    
           8'b00101100:display[15:8]<=8'h15;    
           8'b00110101:display[15:8]<=8'h16;    
           8'b00111100:display[15:8]<=8'h17;    
           8'b00011100:display[15:8]<=8'h21;    
           8'b00011011:display[15:8]<=8'h22;    
           8'b00100011:display[15:8]<=8'h23;  
           8'b00101011:display[15:8]<=8'h24;  
			  8'b00110100:display[15:8]<=8'h25;   
			  8'b00110011:display[15:8]<=8'h26;   
			  8'b00111011:display[15:8]<=8'h27;   
			  8'b00011010:display[15:8]<=8'h31;   
			  8'b00100010:display[15:8]<=8'h32;   
			  8'b00100001:display[15:8]<=8'h33;   
			  8'b00101010:display[15:8]<=8'h34;   
			  8'b00110010:display[15:8]<=8'h35;  
			  8'b00110001:display[15:8]<=8'h36;   
			  8'b00111010:display[15:8]<=8'h37;  
			  default:display[15:8]<=8'h00;
	   endcase		  
    always@(*)   
      begin
        case(clkDisp)		  
	       2'b00:begin
			          digit=display[3:0];
				       an=4'b1110;
				    end
          2'b01:begin
                    digit=display[7:4];
                    an=4'b1101;
                  end
          2'b10:begin
			          digit=display[11:8];
				       an=4'b1011;
				    end
          2'b11:begin
                    digit=display[15:12];
                    an=4'b0111;
                  end						
        endcase
      end				 
    always @ (*)
		 case (digit)
		 0: seg = 7'b1000000;
		 1: seg = 7'b1111001;
		 2: seg = 7'b0100100;
		 3: seg = 7'b0110000;
		 4: seg = 7'b0011001;
		 5: seg = 7'b0010010;
		 6: seg = 7'b0000010;
		 7: seg = 7'b1111000;
		 8: seg = 7'b0000000;
		 9: seg = 7'b0010000;
		 'hA: seg=7'b0001000;
		 'hB: seg=7'b0000011;
		 'hC: seg=7'b1000110;
		 'hD: seg=7'b0100001;
		 'hE: seg=7'b0000110;
		 'hF: seg=7'b0001110;
		 default: seg = 7'b0000001;   
	 endcase		
endmodule	
module Run_Horse(
    input clk,
	 input [7:0] key_code,
	 output reg [7:0]current_state
    );
	 reg [7:0]next_state;
	 reg [24:0]count;
	 reg clkdiv;
	 reg mode;
	 reg [7:0]key_code_old;
	 initial  begin
	    current_state=8'b10000000;
		 count<=0;
		 mode<=1;
	 end
	 always@(posedge clk)
	    if(key_code_old!=key_code)
	       begin
			    key_code_old<=key_code;
             mode<=~mode;
			  end
	 always@(posedge clk)
	    begin
	       if(count==2000000)
	          begin 
				    clkdiv=~clkdiv; 
					 count=0; 
				 end
	       else 
			    begin
	             count=count+1;	 
				 end	 
       end		 
	 always@(posedge clkdiv)
	 current_state<=next_state;
	 always@(current_state,mode)
	       begin
		       case(current_state)
			    8'b10000000:next_state<=mode==1?8'b01000000:8'b00000001;
			    8'b01000000:next_state<=mode==1?8'b00100000:8'b10000000;
			    8'b00100000:next_state<=mode==1?8'b00010000:8'b01000000;
			    8'b00010000:next_state<=mode==1?8'b00001000:8'b00100000;
			    8'b00001000:next_state<=mode==1?8'b00000100:8'b00010000;
			    8'b00000100:next_state<=mode==1?8'b00000010:8'b00001000;
			    8'b00000010:next_state<=mode==1?8'b00000001:8'b00000100;
		   	    8'b00000001:next_state<=mode==1?8'b10000000:8'b00000010;
			    default:next_state<=8'b10000000;
		       endcase
          end		
endmodule
module make_melody(
    input clk,
	 input [7:0]switch,
	 output reg speaker
    );
  reg [5:0]count1;
  reg [30:0] count2;
  reg clk_1mhz;
  reg [12:0] origin;
  reg carry;
  reg [12:0]divider;
  reg [7:0] switch_200ms;
  reg [7:0] switch_old;
	initial begin
		count1<=0;
		carry<=0;
		clk_1mhz<=0;
		origin<=0;
		carry<=0;
		divider<=0;
	end	
	always@(posedge clk)
	    begin
		    if(switch_old==switch)
			    begin
				    if(count2<=25000000)
					    begin
							 count2<=count2+1;
							 switch_200ms<=switch;
						 end
                else
                   begin
                      switch_200ms<=0;
							 count2<=count2+1;
						 end
             end	
          else
             begin
                switch_old<=switch;
                count2<=0;
             end
      end			
	always@(posedge clk) 
	  begin
		  if(count1<25)
			  begin
				  count1<=count1+1;
			  end
		  else
			  begin
				  count1<=0;
				  clk_1mhz<=~clk_1mhz;
			  end
	  end
   always@(posedge clk_1mhz) 
         begin
            if(divider<2000)
               begin
                  divider<=divider+1;
                  carry<=0;
               end
            else if(divider==2000)
               begin
                  carry<=1;
                  divider<=origin;
               end
				else	
				   begin  
					  carry<=1;
					  divider<=0;
					end  
         end
   always@(posedge carry)  
      begin
		      if(origin>2000)
				   speaker<=0;
				else
               speaker<=~speaker; 
      end
   always@(*)
      begin
         case(switch_200ms) 
			  8'b00010101:origin=92;     
			  8'b00011101:origin=300;    
			  8'b00100100:origin=485;    
			  8'b00101101:origin=567;    
           8'b00101100:origin=724;    
           8'b00110101:origin=864;    
           8'b00111100:origin=988;    
           8'b00011100:origin=1044;    
           8'b00011011:origin=1150;    
           8'b00100011:origin=1240;   
           8'b00101011:origin=1284;   
			  8'b00110100:origin=1362;   
			  8'b00110011:origin=1432;   
			  8'b00111011:origin=1494;   
			  8'b00011010:origin=1522;   
			  8'b00100010:origin=1574;   
			  8'b00100001:origin=1621;   
			  8'b00101010:origin=1640;   
			  8'b00110010:origin=1681;   
			  8'b00110001:origin=1716;   
			  8'b00111010:origin=1746;   
			  default:origin=3000; 
         endcase
      end
endmodule
--- flow/run.sh ---
#!/bin/bash
# OpenROAD 26Q1-2900-gdf79404cd8, Yosys 0.63+post, stock flow scripts
make -C /OpenROAD-flow-scripts/flow DESIGN_CONFIG=/design/flow/config.mk WORK_HOME=/design/flow/orfs finish
==> flow_metrics.tcl <==
# yosys + openroad results
set metrics [dict create \
    drive_above_1_share_pct 6.21 \
    enable_flop_cells 51 \
    hp-class "reg2reg" \
    root_buffer "clkbuf_16" \
    untimed_endpoints 110 \
    postLayoutSetupSlackWorst_ns 4.29 \
    synth_warnings 4 \
    worstSetupStartpointType "flip-flop" \
    slew_viol_final 0 \
    final.setup_skew_ns 0.0131 \
    synth-seq-cells 221 \
    setup_viol 0 \
    clk_pin_slew_ns 0.06 \
    core_area_mm2 0.0220 \
    place_area_mm2 0.0118 \
    place_hpwl_um 15100 \
    maxCapViolations 0 \
    rows 54 \
    cts_max_level 4 \
    vias 8609 \
    fp-utilization_pct 51.3 \
    cp.required_ns 6.72 \
    cts_hold_buf 0 \
    synthArstFlopShare_pct 0 \
    power_leakage_nw 4.52 \
    ys_area_mm2 0.0113 \
    path_cells "mux2i_1 > o22ai_1 > inv_1 > ha_1 > mux2_2 > clkdlybuf4s50_1" \
    die_w_um 152 \
    port_buffers 24 \
    whs_ns 0.433 \
    globalplace.congestion 0.956 \
    clock_path_buffers 2 \
    reg2reg_depth 13 \
    top_cells_by_area "dfxtp_1, edfxtp_1, xor2_1" \
    synth_cells 1268 \
    worstHoldStart "U4.cntDiv[0]$_DFF_P_" \
    firstDrtPassIters 16 \
    nFillCells 1954 \
    cts_buffers 17 \
    die_y_um 152 \
    ys_cells 1268 \
    pin_count 25 \
    critPathKind "reg2out" \
    worstMarginPinSlew_ns 0.863 \
    hold_violations 0 \
    unclocked_pins 63 \
    rsz0062_at_grt "no" \
    grt_pass1_wl_um 38300 \
    synth_area_mm2 0.0113 \
    outcome "finished clean" \
    max_stage_delay_ns 0.54 \
    synth_top_cell_by_area "dfxtp_1" \
    track_usage_pct 20.2 \
    relSlewSlack_pct 42.3 \
    grt_overflow 0 \
    cp_slowest_cell "dfxtp_1" \
    dr.first_iter.drc_count 481 \
    totalWireLength_um 21600 \
    logic_area_mm2 0.00597 \
    critical_path.top_delay_family "flip-flops" \
    drc 0 \
    critPathBufInv 2 \
    holdPathStages 1 \
    post_cts_resized 0 \
    seq_area_mm2 0.00493 \
    synth_top_area_share_pct 30.1 \
    drtAntennaViolNets 0 \
    fin_crit_sh_pct 48.9 \
    die_area_mm2 0.0232 \
    antenna_found_initial 0 \
    fmax_mhz 243 \
    postCtsSetupBuffers 0 \
    cts_tree "built" \
    synth.distinct_cells 87 \
    wl_per_cell_um 13.8 \
    p_per_area_mw_per_mm2 125 \
    min_to "U4.cntDiv[0]$_DFF_P_" \
    crit_fanout 10 \
    end_kind "primary output" \
    rrSetupSlack_ns 5.00 \
    grt_pass1_vias 7985 \
    period_needed_ns 4.11 \
    log.warning_count 45 \
    syn_area_per_cell_um2 8.92 \
    grt_max_degree 38 \
    place_ws_ns 4.73 \
    syn_to_final_growth_pct 9.47 \
    cp.arrival_ns 2.43 \
    via_per_inst 5.49 \
    insertion_delay_ns 0.42 \
    tns_ns 0 \
    ys.flop_type "dfxtp_1" \
    antennaDiodeCount 0 \
    critPathLaunch "U4.cntDiv[14]$_DFF_P_" \
    ir_drop_v 0.000133 \
    stdcell_area_mm2 0.0124 \
    ys_seq_share_pct 43.6 \
    crit-reg2reg-launch "U2.count2[19]$_SDFF_PP0_" \
]
==> worst max-delay path by stage <==
| stage | endpoint | cells past startpoint |
|---|---|---|
| 6_report | seg[3] | 6 |
| 5_1_grt | seg[5] | 6 |
| 4_1_cts | seg[1] | 5 |
==> sequential cells by signal, summed over array words and instances (netlist names), 5 cells and up, named ones only <==
register / count
U3.key_code_old: 8
U2.switch_old: 8
U3.count: 25
U2.switch_200ms: 8
U4.display: 5
U2.divider: 13
U4.count1: 31
U2.count2: 31
U1.s_buf: 10
U2.count1: 6
U1.key_code: 8
U4.cntDiv: 16
U3.current_state: 8
U1.cntdiv: 9
U4.count2: 11
==> power breakdown <==
group          switching, mW  internal, mW
combinational        0.00965       0.00989
clock                  0.335         0.409
sequential           0.00400         0.781
total                  0.349          1.20
==> area by class of cell <==
type | instances | area share (%)
sequential | 221 | 39.9
clock buffer | 19 | 3.67
clock inverter | 13 | 0.991
multi-input combinational | 945 | 48.2
timing repair buffer | 39 | 2.85
tap | 280 | 2.83
inverter | 51 | 1.59
==> routing by layer <==
metal / vias to the layer above / global-route usage, % / share of wire [%]
met3: 9 / 3.22 / 4.0
li1: 4495 / - / -
met4: 0 / 2.04 / 0.66
met2: 144 / 30.9 / 46
met5: - / 0 / 0
met1: 3961 / 32.7 / 50
==> cell families (layout without fill, tap and decap cells) <==
kind of cell	after synthesis	in the layout	synth area share, %
mux	18	18	1.63
buf+inv	112	122	4.11
fa+ha+maj	34	34	3.76
xor+xnor	126	126	9.76
simple gates	550	550	24.6
flops	221	221	43.6
other cells	1	11	0.0332
compound gates	206	206	12.5
==> cell usage after synthesis, types with 5 or more instances <==
master	n
dfxtp_1	170
nor2_1	160
nand2_1	113
xor2_1	69
nand3_1	67
xnor2_1	57
edfxtp_1	51
inv_1	49
o21ai_0	46
a21oi_1	39
clkbuf_1	37
ha_1	34
and3_1	29
nor3_1	24
nand4_1	23
nor4_1	21
nand2b_1	20
a31oi_1	18
mux2i_1	15
o22ai_1	15
buf_2	13
nor2b_1	13
and2_1	11
nand3b_1	10
and4_1	9
o211ai_1	8
or3_1	8
buf_1	7
or2_2	7
nor4b_1	6
o31ai_1	6
o32ai_1	6
a211oi_1	5
nor4bb_1	5
o22a_1	5
==> layout by cell type (no fill, tap or decap), types with 5 or more instances in the layout <==
| master | n |
|---|---|
| a211oi_1 | 5 |
| a21oi_1 | 39 |
| a31oi_1 | 18 |
| and2_1 | 11 |
| and3_1 | 29 |
| and4_1 | 9 |
| buf_4 | 15 |
| clkbuf_16 | 18 |
| clkdlybuf4s50_1 | 24 |
| conb_1 | 11 |
| dfxtp_1 | 170 |
| edfxtp_1 | 51 |
| ha_1 | 34 |
| inv_1 | 49 |
| mux2i_1 | 15 |
| nand2_1 | 113 |
| nand2b_1 | 20 |
| nand3_1 | 67 |
| nand3b_1 | 10 |
| nand4_1 | 23 |
| nor2_1 | 160 |
| nor2b_1 | 13 |
| nor3_1 | 24 |
| nor4_1 | 20 |
| nor4b_1 | 6 |
| o211ai_1 | 8 |
| o21ai_0 | 46 |
| o22a_1 | 5 |
| o22ai_1 | 15 |
| o31ai_1 | 6 |
| o32ai_1 | 6 |
| or2_2 | 7 |
| or3_1 | 8 |
| xnor2_1 | 57 |
| xor2_1 | 69 |
==> through the flow <==
step,util [%],power (mW),instances
finish,56.2,1.55,1568
global route,56.2,1.61,1568
CTS,56.2,1.57,1568
detailed placement,53.6,0.822,1536
global placement,53.6,0.822,1536
floorplan,-,0.814,1278
Power figures rest on the tool's default switching activity, not on a simulated workload.
